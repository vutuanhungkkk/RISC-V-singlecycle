$ cat flow/config.mk
export PLATFORM = sky130hd
export DESIGN_NAME = InstructionMemory
export DESIGN_NICKNAME = InstructionMemory
export VERILOG_FILES = /design/flow/design.v
export SDC_FILE = /design/flow/constraint.sdc
export NUM_CORES = 4
export LEC_CHECK = 1
export CORE_AREA = 10 10 106 106
export DIE_AREA = 0 0 116 116
export SYNTH_MEMORY_MAX_BITS = 65536
$ cat flow/constraint.sdc
current_design InstructionMemory

set clk_period 1.0
set clk_io_pct 0.2

create_clock -name clk0 -period $clk_period [get_ports {clk}]

set non_clock_inputs [all_inputs -no_clocks]
set_input_delay [expr $clk_period * $clk_io_pct] -clock clk0 $non_clock_inputs
set_output_delay [expr $clk_period * $clk_io_pct] -clock clk0 [all_outputs]
$ cat flow/design.v
module InstructionMemory(
    input wire clk,      
    input wire reset,    
    input wire [31:0] addr, 
    output reg [31:0] instr
);
    reg [31:0] memory [0:255];
    integer i;
    initial begin
        memory[0] = 32'h00088893;
        memory[1] = 32'h00a68693;
        memory[2] = 32'h00150513;
        memory[3] = 32'h00158593;
        memory[4] = 32'h00077713;
        memory[5] = 32'h011787b3;
        memory[6] = 32'h00058713;
        memory[7] = 32'h00a585b3;
        memory[8] = 32'h00a7a023;
        memory[9] = 32'h00070513;
        memory[10] = 32'h00478793;
        memory[11] = 32'hfff68693;
        memory[12] = 32'hfe0694e3;
        memory[13] = 32'h00000033;
        for (i = 14; i < 256; i = i + 1) begin
            memory[i] = 32'h00000000;
        end
    end
    always @(posedge clk or posedge reset) begin
        if (reset) begin
            instr = 32'd0; 
        end else begin
            instr = memory[addr[7:0]];
        end
    end
endmodule
$ cat flow/run.sh
#!/bin/bash
# OpenROAD 26Q1-2900-gdf79404cd8, Yosys 0.63+post, stock flow scripts
make -C /OpenROAD-flow-scripts/flow DESIGN_CONFIG=/design/flow/config.mk WORK_HOME=/design/flow/orfs finish
==> results.yml <==
# flow metrics
run_status:
  status: "finished with violations"
  violations: "negative setup slack"
global_route:
  overflow: 0
  grtUsageTotal: 0.0481
  grt_pass1_wl_um: 5130
  grt_pass1_vias: 952
  grt_max_degree: 22
  antenna_found_initial: 0
clock_tree:
  cts.clk_slew.worst_paths_ns: 0.07
  cts.htree.levels: 1
  clock-sinks: 21
  hold_buffers: 0
  cts_made_buffers: 3
  cts_root_buf: "clkbuf_8"
  clk_path_buf_depth: 2
  cts_tree: "built"
sta:
  grt_setup_unrepaired: "yes"
  holdWs_ns: 0.265
  tns_ns: -0.508
  hold_viol_final: 0
  fmax_mhz: 907
  fin_crit_ns: 1.10
  finalClockPeriodUsage: 1.10
  fin_ws_ns: -0.103
  setup_viol: 5
  slew_violations: 0
placement:
  pre_cts_ws_ns: -0.597
  port-buffer-count: 39
  dp_hpwl_um: 2450
  globalplace.congestion: 0.831
power:
  swShare: 0.236
  pwr-share-comb: 0.183
  p_leak_nw: 0.863
  peakVddDrop_mv: 0.306
  p_clk_frac: 0.307
  p_int_w: 0.00130
  power.share.sequential: 0.509
  p_per_area_nw_per_um2: 1000
  fin_total_pwr_w: 0.00170
  p_switching_w: 0.000400
floorplanning:
  die_x_um: 116
  core-area_um2: 8850
  rows: 34
  die_h_um: 116
  ios: 66
  fp-utilization: 0.122
  chipArea_um2: 13500
logic_synthesis:
  ys.flops: 21
  yosys-stat-cells: 106
  syn_avg_cell_area_um2: 10.2
  syn-cell-area_um2: 1080
  yosys.stat.seqShare: 0.488
  yosysChipArea_um2: 1080
  yosysWarnings: 1
  syn_inst: 106
  synthDistinctLibCells: 25
worst_hold_path:
  hold_path.class: "in -> async"
cells_and_area:
  n_fill_cell: 964
  largest_register_ffs: 21
  seq_area_um2: 527
  drive_gt1_frac: 0.519
  comb_area_um2: 499
  areaGrowthSynthToFinish_pct: 57.4
worst_setup_path:
  cp_data_required_time_ns: 0.80
  critPathMaxFanout: 5
  cp.arrival_ns: 0.90
  crit_path_end_kind: "primary output"
  start_kind: "register"
  worst-setup-path-type: "reg -> out"
drt:
  drc_errors: 0
  vias: 918
  wire_per_inst_um: 12.3
  antenna-diode-count: 0
  vias_per_cell: 3.43
  drtIter0Drc: 42
  first_pass_iters: 4
  ant_nets: 0
  routed_wl_um: 3290
flow_run:
  openroad.warnings: 57
  drv_cap: 0
final cells by class:
type,instances,area share
Clock buffer,4,0.0266
Inverter,5,0.0111
Multi-Input combinational cell,65,0.294
Sequential cell,21,0.311
Tap cell,108,0.0797
Timing Repair Buffer,65,0.277
power groups by stage:
stage         logic (W)  clock network [W]  registers [W]
CTS            0.000303           0.000543       0.000864
global route   0.000345           0.000586       0.000865
finish         0.000311           0.000522       0.000864
layer usage:
metal	track usage	part of all wire	up-vias
met1	0.0638	0.45	428
met4	0.0125	0.021	0
li1	-	-	452
met3	0.0152	0.080	4
met5	0	0	-
met2	0.0743	0.45	34
cell families (layout without fill, tap and decap cells):
logic type,count (synthesis),count (layout),share of synthesized area
and+or+nand+nor,27,28,0.136
buffers and inverters,22,74,0.125
muxes,4,4,0.0372
adders and majority gates,6,6,0.0697
AOI/OAI and AO/OA,25,25,0.141
DFF,21,21,0.488
other,1,2,0.00348
what timing repair did:
item | 4_1_cts | 5_1_grt
buffers inserted | 1 | 0
gates resized | 129 | 15
cloned | 2 | 0
setup endpoints to repair | 51 | 18
pin swaps | 4 | 2
cell usage in the layout, fill, tap and decap left out, drive strengths merged:
cell,instances
a211oi,3
a21o,2
a21oi,11
a31oi,2
buf,60
clkbuf,5
clkdlybuf4s15,1
clkdlybuf4s50,1
conb,2
dfrtp,21
dlygate4sd2,2
ha,6
inv,5
mux2i,4
nand2,9
nand2b,4
nor2,5
nor2b,4
nor3,3
nor4,1
o211a,1
o21ai,4
o221ai,1
o31ai,1
or4,2
worst max path at each step:
stage / start / endpoint / slack (ns) / cells after the start
CTS: instr[26]$_DFF_PP0_ / instr[27] / -0.11 / 2
global route: instr[26]$_DFF_PP0_ / instr[27] / -0.15 / 2
finish: instr[26]$_DFF_PP0_ / instr[27] / -0.10 / 2
per-stage QoR:
stage	cells	util	area, um^2
floorplan	107	-	1090
global placement	261	0.192	1700
detailed placement	261	0.192	1700
CTS	268	0.185	1640
global route	268	0.192	1700
finish	268	0.192	1700
synth_stat cells:
cell type / number / share of area
dfrtp_1: 21 / 0.49
a21oi_1: 11 / 0.051
buf_4: 11 / 0.077
nand2_1: 9 / 0.031
ha_1: 6 / 0.070
inv_1: 5 / 0.017
nor2_1: 5 / 0.017
mux2i_1: 4 / 0.037
nand2b_1: 4 / 0.023
nor2b_1: 4 / 0.023
o21ai_0: 4 / 0.019
a211oi_1: 3 / 0.021
buf_2: 3 / 0.014
a21o_1: 2 / 0.014
a31oi_1: 2 / 0.012
clkbuf_1: 2 / 0.0070
nor3_1: 2 / 0.0093
buf_6: 1 / 0.010
conb_1: 1 / 0.0035
nor3_2: 1 / 0.0093
nor4_2: 1 / 0.012
o211a_1: 1 / 0.0093
o221ai_1: 1 / 0.0081
o31ai_1: 1 / 0.0070
or4_4: 1 / 0.010
critical path, cell delays in order (launching register included):
cell and delay (ns):
dfrtp_2 0.42, buf_6 0.14, buf_6 0.10
Power figures rest on the tool's default switching activity, not on a simulated workload.
