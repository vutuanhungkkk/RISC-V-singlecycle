--- design/flow/config.mk ---
export PLATFORM = sky130hd
export DESIGN_NAME = alu
export DESIGN_NICKNAME = alu
export VERILOG_FILES = /design/flow/design.v
export SDC_FILE = /design/flow/constraint.sdc
export NUM_CORES = 4
export LEC_CHECK = 1
export CORE_UTILIZATION = 50
--- design/flow/constraint.sdc ---
current_design alu

set clk_period 15.5
set clk_io_pct 0.2

create_clock -name clk0 -period $clk_period

set non_clock_inputs [all_inputs -no_clocks]
set_input_delay [expr $clk_period * $clk_io_pct] -clock clk0 $non_clock_inputs
set_output_delay [expr $clk_period * $clk_io_pct] -clock clk0 [all_outputs]
--- design/flow/design.v ---
module alu(
    input wire [31:0] operand_a,  
    input wire [31:0] operand_b,  
    input wire [3:0] alu_op,  
    output reg [31:0] alu_data  
);
    reg [31:0] diff; 
localparam ADD = 4'd0;  
localparam SUB = 4'd1;  
localparam SLT = 4'd2;  
localparam SLTU = 4'd3;  
localparam XOR = 4'd4;  
localparam OR = 4'd5;  
localparam AND = 4'd6;  
localparam SLL = 4'd7;  
localparam SRL = 4'd8;  
localparam SRA = 4'd9;  
always @(*) begin
    diff = operand_a + (~operand_b) + 1;
    case (alu_op)
        ADD: alu_data = operand_a + operand_b;
        SUB: alu_data = diff;  
        SLT: alu_data =  (operand_a[31] == 0 && operand_b[31] == 1) ? 32'd0 :
                         (operand_a[31] == 1 && operand_b[31] == 0) ? 32'd1 : diff[31];
        SLTU: alu_data = (operand_a[31] == 0 && operand_b[31] == 1) ? 32'd1 :
                         (operand_a[31] == 1 && operand_b[31] == 0) ? 32'd0 : diff[31];
        XOR: alu_data = operand_a ^ operand_b;
        OR: alu_data = operand_a | operand_b;
        AND: alu_data = operand_a & operand_b;
        SLL: alu_data = operand_a << operand_b[4:0];
        SRL: alu_data = operand_a >> operand_b[4:0];
        SRA: alu_data = operand_a >>> operand_b[4:0];  
        default: alu_data = 32'd0;  
    endcase
end
endmodule
--- design/flow/run.sh ---
#!/bin/bash
# OpenROAD 26Q1-2900-gdf79404cd8, Yosys 0.63+post, stock flow scripts
make -C /OpenROAD-flow-scripts/flow DESIGN_CONFIG=/design/flow/config.mk WORK_HOME=/design/flow/orfs finish
==> out/qor.yml <==
outcome:
  outcome: "finished, final reports clean"
global_routing:
  wire_length_of_the_first_global_routing_pass_um: 48700
  globalRouteOverflowTotal: 0
  maximum_number_of_pins_on_one_net_before_global_route_repair: 77
  grt_pass1_vias: 8290
  grt_antenna_before_repair: 0
  grt.total_usage_pct: 40.9
die:
  initial_core_util_pct: 51.9
  chip_area_um2: 15800
  die_h_um: 126
  die_width_um: 126
  num_rows: 44
  boundaryPins: 100
  core_area_um2: 14800
hold_path:
  hold_start: "operand_b[3]"
  timing.hold.worst_endpoint: "alu_data[2]"
  timing.hold.worst_path_depth: 5
  worstHoldPathType: "in2out"
sta:
  rsz0062_at_grt: "no"
  max_slew.worst_pin.slew_ns: 0.848
  min_period_over_period_pct: 77.1
  worst_hold_slack_ns: 7.40
  report.final.setup_viol: 0
  max_slew_margin_pct: 43.2
  hold_viol_final: 0
  final_tns_setup_ns: 0
  clock_period_minus_worst_slack_ns: 11.95
  count_of_final_max_slew_check_failures: 0
  fmax_mhz: 83.7
place:
  port_buffers: 100
  place.gp.congestion: 1.07
  dp_hpwl_um: 25900
final_layout:
  final_layout_top_logic_cells: "nor2_1 (153), o21ai_0 (115), a21oi_1 (114)"
  numSequentialCells: 0
  area.sequential_um2: 0
  layout.clock_buffers: 0
  filler_cell_count: 1454
  fraction_of_final_layout_cells_sized_beyond_drive_strength_1_pct: 6.10
  logic_area_um2: 6880
  syn_to_final_growth_pct: 12.0
  most_numerous_logic_cell_after_layout: "nor2_1"
detailed_routing:
  routed_via_density: 6.76
  drt_first_iter_violations: 969
  routed_wirelength_um: 32300
  drtPass1Iterations: 7
  routedWlPerCell_um: 23.7
  num_vias: 9221
  final_antenna_net_count: 0
  antennaDiodeCount: 0
  detail_route.drc_violations: 0
run:
  cap_viol_max_count: 0
  warnings: 98
worst_setup_path:
  endpoint_kind: "output pin"
  critPathSlowestCell: "a311oi_1"
  setup.worst_path.class: "in2out"
  critPathRequiredTime_ns: 12.40
  path_cells: "clkdlybuf4s50_1 -> buf_4 -> inv_2 -> buf_4 -> ha_1 -> or2_2 -> o211ai_1 -> a311oi_2 -> o21ai_0 -> nand4_1 -> a311oi_1 -> o31ai_2 -> a21oi_1 -> o21bai_1 -> fa_1 -> o31ai_1 -> a21oi_1 -> o221a_2 -> o221ai_1 -> clkdlybuf4s50_1"
  critical_path_arrival_ns: 8.85
  worstPathMaxFanout: 54
  timing.critical_path.from_type: "input port"
  critical-path-max-stage-delay_ns: 0.52
power:
  power-per-cell-area_nw_per_um2: 38.0
  vdd.ir_drop.worst_mv: 0.0211
  leakage_nw: 3.66
synth:
  ys_cells: 1148
  synthCells: 1148
  synth-area-yosys_um2: 7650
  area_of_the_mapped_netlist_um2: 7650
  synth_warnings: 1
  yosysSeqAreaShare_pct: 0
  number_of_unique_standard_cell_types_used_by_synthesis: 85
  synth_area_per_cell_um2: 6.66
clocking:
  postCtsResizedCells: 0
  cts_hold_repair.buffers: 0
  post_cts.repair.setup_buffers: 0
## worst max-delay path by stage
| stage | from | endpoint | slack [ns] | depth (start not counted) |
|---|---|---|---|---|
| 6_report | operand_b[1] | alu_data[0] | 3.55 | 20 |
| 4_1_cts | operand_b[1] | alu_data[0] | 3.65 | 20 |
| 5_1_grt | operand_b[1] | alu_data[0] | 3.34 | 20 |
## layout make-up
type / instances / share of cell area [%]
well taps: 184 / 2.69
inverters: 92 / 4.03
repair buffers: 117 / 13.0
multi-input cells: 972 / 80.3
## routing by layer
metal / part of all wire, % / vias to the layer above / track usage, %
met4: 2.8 / 0 / 9.25
li1: - / 4307 / -
met3: 12 / 63 / 9.96
met5: 0 / - / 0
met1: 43 / 4284 / 59.3
met2: 43 / 567 / 61.3
## synth_stat cells (18+ instances only)
| cell type | count | area share, % |
|---|---|---|
| a211oi_1 | 21 | 2.1 |
| clkbuf_1 | 50 | 2.5 |
| o211ai_1 | 18 | 1.8 |
| inv_1 | 89 | 4.4 |
| nand2b_1 | 23 | 1.9 |
| ha_1 | 96 | 16 |
| nand2_1 | 59 | 2.9 |
| xnor2_1 | 23 | 2.6 |
| a21oi_1 | 114 | 7.5 |
| nor2_1 | 153 | 7.5 |
| mux2i_1 | 61 | 8.0 |
| a22oi_1 | 25 | 2.5 |
| o21ai_0 | 115 | 7.5 |
## power by group
group          total, mW  internal [mW]  switching [mW]
clock network          0              0               0
registers              0              0               0
logic              0.326          0.128           0.198
## cells by family (layout without fill, tap and decap cells)
logic type | after synthesis | count (layout) | synth area share, %
mux | 81 | 81 | 12.9
simple gates | 322 | 322 | 19.1
fa+ha+maj | 100 | 100 | 16.7
buf+inv | 176 | 209 | 10.1
compound gates | 441 | 441 | 37.9
xor+xnor | 28 | 28 | 3.21
## critical path, delay by kind of cell
| family | cells | cell delay, ns |
|---|---|---|
| AOI/OAI and AO/OA | 11 | 2.80 |
| adders and majority gates | 2 | 0.67 |
| buffers and inverters | 5 | 1.76 |
| and+or+nand+nor | 2 | 0.49 |
## stage by stage
step	cell area (um2)	cells	total power, mW	worst slack, ns	util [%]
after global placement	8570	1365	0.315	3.74	58.1
after global routing	8570	1365	0.350	3.34	58.1
after CTS	8570	1365	0.316	3.65	58.1
after floorplan	7650	1148	0.203	5.29	-
after detailed placement	8570	1365	0.314	3.68	58.1
final	8570	1365	0.326	3.55	58.1
Power and IR drop assume default switching activity.
