## ./constraint.sdc

```tcl
current_design lsu

set clk_period 1.5
set clk_io_pct 0.2

create_clock -name clk0 -period $clk_period [get_ports {clk_i}]

set non_clock_inputs [all_inputs -no_clocks]
set_input_delay [expr $clk_period * $clk_io_pct] -clock clk0 $non_clock_inputs
set_output_delay [expr $clk_period * $clk_io_pct] -clock clk0 [all_outputs]
```

## ./config.mk

```make
export PLATFORM = sky130hd
export DESIGN_NAME = lsu
export DESIGN_NICKNAME = lsu
export VERILOG_FILES = /design/flow/design.v
export SDC_FILE = /design/flow/constraint.sdc
export NUM_CORES = 4
export LEC_CHECK = 1
export CORE_AREA = 10 10 303 303
export DIE_AREA = 0 0 313 313
```

## ./design.v

```verilog
module lsu (
    input wire clk_i,
    input wire rst_ni,
    input wire [31:0] addr,
    input wire [31:0] st_data,
    input wire st_en,
    input wire [31:0] io_sw,
    output reg [31:0] ld_data,
    output reg [31:0] io_lcd,
    output reg [31:0] io_ledg,
    output reg [31:0] io_ledr,
    output reg [31:0] io_hex0,
    output reg [31:0] io_hex1,
    output reg [31:0] io_hex2,
    output reg [31:0] io_hex3,
    output reg [31:0] io_hex4,
    output reg [31:0] io_hex5,
    output reg [31:0] io_hex6,
    output reg [31:0] io_hex7
);
always @(posedge clk_i or negedge rst_ni) begin
    if (!rst_ni) begin
        ld_data <= 32'b0;
        io_lcd <= 32'b0;
        io_ledg <= 32'b0;
        io_ledr <= 32'b0;
        io_hex0 <= 32'b0;
        io_hex1 <= 32'b0;
        io_hex2 <= 32'b0;
        io_hex3 <= 32'b0;
        io_hex4 <= 32'b0;
        io_hex5 <= 32'b0;
        io_hex6 <= 32'b0;
        io_hex7 <= 32'b0;
    end else begin
        if (st_en) begin
            case (addr)
                32'h800: io_hex0 <= st_data;
                32'h810: io_hex1 <= st_data;
                32'h820: io_hex2 <= st_data;
                32'h830: io_hex3 <= st_data;
                32'h840: io_hex4 <= st_data;
                32'h850: io_hex5 <= st_data;
                32'h860: io_hex6 <= st_data;
                32'h870: io_hex7 <= st_data;
                32'h880: io_ledr <= st_data;
                32'h890: io_ledg <= st_data;
                32'h8A0: io_lcd <= st_data;
                default: ;
            endcase
        end else begin
            case (addr)
                32'h900: ld_data <= io_sw;
                default: ld_data <= 32'b0;
            endcase
        end
    end
end
endmodule
```

## ./run.sh

```bash
#!/bin/bash
# OpenROAD 26Q1-2900-gdf79404cd8, Yosys 0.63+post, stock flow scripts
make -C /OpenROAD-flow-scripts/flow DESIGN_CONFIG=/design/flow/config.mk WORK_HOME=/design/flow/orfs finish
```

==> impl_metrics.yaml <==
# yosys + openroad results
sta:
  setup_ws_ns: -0.647
  finalMaxSlewViolations: 0
  worst-slew-pin-transition_ns: 0.434
  post-route-period-util_pct: 143
  skew_ns: 0
  worst_hold_slack_ns: 0.341
  setup_repair_after_global_routing_missed_its_margin: "yes"
  timing.max_slew.rel_slack_pct: 71.0
  finalHoldViolCount: 0
  fmax_mhz: 466
  setup_viol: 384
  fin_crit_ns: 2.15
yosys:
  post-synth-top-area-cell: "sky130_fd_sc_hd__dfrtp_1"
  netlist_instances: 875
  synth-edff-count: 0
  synth.lib_cells_used.distinct: 22
  dominantRegCellSynth: "sky130_fd_sc_hd__dfrtp_1"
  most_common_cell: "sky130_fd_sc_hd__dfrtp_1"
  synth_top_area_share_pct: 65.3
  synth-async-reset-ratio_pct: 100
  synth-cells-yosys: 875
  ys_ff: 384
  top_cells_by_area: "sky130_fd_sc_hd__dfrtp_1 65%, sky130_fd_sc_hd__mux2_2 22%, sky130_fd_sc_hd__mux2_4 6.1%, sky130_fd_sc_hd__a22o_1 1.9%, sky130_fd_sc_hd__buf_2 1.0%"
  syn-mean-instance-area_um2: 16.8
  yosysChipArea_um2: 14700
  yosysSeqAreaShare_pct: 65.3
  yosys_warnings: 1
  synth.cell_area_um2: 14700
  netlist_top_cells_count: "384 x sky130_fd_sc_hd__dfrtp_1, 285 x sky130_fd_sc_hd__mux2_2, 60 x sky130_fd_sc_hd__mux2_4"
floorplan:
  i_o_pins: 483
  initial_core_util_pct: 17.3
  die_area_um2: 98000
  vertical_die_dimension_um: 313
  die_span_in_x_um: 313
  std_cell_rows: 107
  placeableCoreArea_um2: 85100
finish:
  stdcell_count: 2868
  fin_util_pct: 33.2
  layout-area-overhead-vs-synth_pct: 92.3
  drive_gt1_share_pct: 48.1
  num-fill-cells: 7990
grt:
  vias_in_the_first_global_route: 11000
  global_route.usage.total_pct: 12.3
  initial_antenna_violation_count: 4
  largest_net_degree_at_the_start_of_global_routing: 59
  globalRouteOverflowTotal: 0
  globalRouteMet2Util_pct: 19.4
  grt_pass1_wl_mm: 86.5
  gr-usage-met1_pct: 16.3
  grt_use_met3_pct: 4.86
  most_utilized_layer_in_the_global_route_result: "met2"
power_and_ir_drop:
  cell_internal_pwr_mw: 17.7
  combPwrFrac_pct: 4.2
  vdd_drop_max_v: 0.000602
  seq_power_share_pct: 45.7
  pwr_density_cell_nw_per_um2: 802
  switching_share_of_power_pct: 21.8
  netSwitchingPower_mw: 4.95
  clock_power_share_pct: 50.1
  post-layout-total-power_mw: 22.7
  power_leakage_nw: 20.0
route:
  route.final.wire_length_mm: 65.4
  remaining_drcs: 0
  avgViaCountPerCell: 3.73
  drt_iter0_drc: 446
  post_drt_wl_per_cell_um: 22.8
  antenna_violating_nets_left: 0
  drt_pre_antenna_iters: 6
  number_of_vias_after_detailed_routing: 10700
clock_tree:
  clkLatencyLatePin_ns: 0.56
  clock-root-buffer: "sky130_fd_sc_hd__clkbuf_16"
  clock-sinks: 384
  cts-htree-levels: 2
  cts-root-to-sink-buffers: 3
  cts_made_buffers: 45
  tritoncts: "yes"
  clkTransAtPathRegs_ns: 0.06
critical_path:
  start_kind: "input port"
  crit_path_cell_trace: "buf_6 > nor4_4 > buf_4 > or3b_4 > or4_4 > buf_12 > buf_12 > buf_16 > mux2_4"
  worst_path_largest_cell_delay_ns: 0.53
  critical_path_class: "input port to flip-flop"
  most_frequent_cell_on_critical_path: "sky130_fd_sc_hd__buf_12"
  critical_path_required_ns: 1.94
  crit_arrival_ns: 2.59
  critical_path.endpoint_type: "flip-flop"
  worst_path_max_delay_cell: "sky130_fd_sc_hd__or4_4"
  critical_path_peak_fanout: 5
placed_design:
  place_worst_setup_slack_ns: -1.49
  finalWeightedCongestion: 0.802
  dp.cells: 2527
  numPortBuffers: 482
  hpwl_mm: 39.6
outcome:
  failing_checks: "negative setup slack"
  run_status: "finished, violations left"
job:
  maxCapViolCount: 0
  warning_count: 28
hold_path:
  min-delay-path-class: "input port to flip-flop"
through the flow:
stage / cell area (um2) / TNS [ns]
5_1_grt: 28300 / -169.78
2_1_floorplan: 15700 / -200.97
3_5_place_dp: 22600 / -504.62
3_3_place_gp: 22600 / -509.22
4_1_cts: 25600 / -244.40
6_report: 28300 / -150.60
final timing paths:
check                                   startpoint                       to  slack [ns]  cells after the start
hold / removal                           io_sw[23]  ld_data[23]$_DFFE_PN0N_        0.34                      2
setup / recovery                           addr[2]  io_hex0[29]$_DFFE_PN0P_       -0.65                      9
max in group asynchronous                   rst_ni   io_lcd[26]$_DFFE_PN0P_        0.15                      7
min in group asynchronous                   rst_ni   io_hex1[1]$_DFFE_PN0P_        0.71                      5
hold reg to reg            io_hex6[31]$_DFFE_PN0P_  io_hex6[31]$_DFFE_PN0P_        0.50                      1
setup reg to reg           io_ledg[31]$_DFFE_PN0P_  io_ledg[31]$_DFFE_PN0P_        0.57                      2
placed cells by master, fill, tap and decap left out, types with 3 or more instances in the layout:
master,instances
sky130_fd_sc_hd__a22o_1,32
sky130_fd_sc_hd__buf_12,64
sky130_fd_sc_hd__buf_16,17
sky130_fd_sc_hd__buf_2,6
sky130_fd_sc_hd__buf_4,240
sky130_fd_sc_hd__buf_6,38
sky130_fd_sc_hd__buf_8,3
sky130_fd_sc_hd__bufinv_16,4
sky130_fd_sc_hd__clkbuf_1,8
sky130_fd_sc_hd__clkbuf_16,53
sky130_fd_sc_hd__clkbuf_2,6
sky130_fd_sc_hd__clkbuf_8,13
sky130_fd_sc_hd__clkdlybuf4s15_1,8
sky130_fd_sc_hd__clkdlybuf4s50_1,70
sky130_fd_sc_hd__clkinv_2,4
sky130_fd_sc_hd__dfrtp_1,384
sky130_fd_sc_hd__dlymetal6s2s_1,381
sky130_fd_sc_hd__mux2_2,49
sky130_fd_sc_hd__mux2_4,302
sky130_fd_sc_hd__nand3b_1,5
sky130_fd_sc_hd__nor4_4,15
cell families (layout without fill, tap and decap cells):
logic type,Yosys count,after routing,share of synthesized area (%)
mux,352,352,28.5
flops,384,384,65.3
other cells,0,2,0
simple gates,31,31,1.83
compound gates,32,32,1.90
buf+inv,76,923,2.50
repair_timing:
| action | 4_1_cts | 5_1_grt |
|---|---|---|
| pin swaps | 18 | 14 |
| endpoints found under the setup margin | 768 | 767 |
| hold endpoints to repair | 141 | 0 |
| setup buffers | 40 | 200 |
| hold buffers | 4 | 0 |
| gates resized | 218 | 480 |
| cloned | 24 | 10 |
power groups by stage:
stage | clock network (mW) | registers [mW] | logic (mW)
finish | 11.4 | 10.4 | 0.959
global route | 12.2 | 10.4 | 1.04
CTS | 11.7 | 10.4 | 0.977
layer usage:
| metal | share of wire [%] | up-vias |
|---|---|---|
| met5 | 0.017 | - |
| met4 | 1.6 | 2 |
| met1 | 43 | 5525 |
| met2 | 47 | 373 |
| li1 | - | 4744 |
| met3 | 8.0 | 67 |
worst max-delay path: cells and delay by family:
family	cells	cell delay [ns]
and+or+nand+nor	3	1.26
muxes	1	0.29
buffers and inverters	5	0.72
cell type report:
class	instances	area, um2	area share [%]
repair buffers	843	9830	34.8
flip-flops and latches	384	9610	34.0
multi-input cells	415	5860	20.7
well taps	1144	1430	5.06
clock buffers	67	1360	4.81
clock inverters	13	191	0.677
diodes	2	5.00	0.0177
No activity file was given, so power comes from the tool's default toggle rates.
